[flow/config.mk]
export PLATFORM = sky130hd
export DESIGN_NAME = demo3
export DESIGN_NICKNAME = demo3
export VERILOG_FILES = /design/flow/design.v
export SDC_FILE = /design/flow/constraint.sdc
export NUM_CORES = 4
export LEC_CHECK = 1
export CORE_AREA = 10 10 70 70
export DIE_AREA = 0 0 80 80
[flow/constraint.sdc]
current_design demo3

set clk_period 3.6
set clk_io_pct 0.2

create_clock -name clk0 -period $clk_period [get_ports {clock}]

set non_clock_inputs [all_inputs -no_clocks]
set_input_delay [expr $clk_period * $clk_io_pct] -clock clk0 $non_clock_inputs
set_output_delay [expr $clk_period * $clk_io_pct] -clock clk0 [all_outputs]
[flow/design.v]
module demo3(
input wire clock,
input wire reset,
output reg [6:0] seg_1,
output reg [6:0] seg_2,
output reg [6:0] seg_3,
output reg [6:0] seg_4,
output reg led
);
reg [3:0] sanpham;
reg [3:0] thunghang;
always @(posedge clock or negedge reset) begin
if(~reset) begin
sanpham<=4'b0000;
thunghang<= 4'b0000;
end
else begin
	if(clock)	begin
	if (sanpham == 4'b1010) begin
	sanpham <= 4'b0001;
	thunghang <= thunghang +1;
		end
	else if(sanpham != 4'b1010 && thunghang !=4'b1010)begin
	sanpham <= sanpham+1;end
	end
	end
end
always @(sanpham) begin
    case (sanpham)
        4'b0000: seg_1 = 7'b0000001;  
        4'b0001:begin seg_1 = 7'b1001111; seg_2 = 7'b1; end  
        4'b0010: seg_1 = 7'b0010010;  
        4'b0011: seg_1 = 7'b0000110;  
        4'b0100: seg_1 = 7'b1001100;  
        4'b0101: seg_1 = 7'b0100100;  
        4'b0110: seg_1 = 7'b0100000;  
        4'b0111: seg_1 = 7'b0001111;  
        4'b1000: seg_1 = 7'b0000000;  
        4'b1001: seg_1 = 7'b0000100;  
		  4'b1010: begin 
					  seg_1 = 7'b0000001;  
					  seg_2 = 7'b1001111; end  
        default:begin seg_1 = 7'b1; seg_2 = 7'b1; end
    endcase
end
always @(thunghang) begin
    case (thunghang)
        4'b0000:begin seg_3 = 7'b0000001;seg_4 = 7'b1;end  
        4'b0001: seg_3 = 7'b1001111;  
        4'b0010: seg_3 = 7'b0010010;  
        4'b0011: seg_3 = 7'b0000110;  
        4'b0100: seg_3 = 7'b1001100;  
        4'b0101: seg_3 = 7'b0100100;  
        4'b0110: seg_3 = 7'b0100000;  
        4'b0111: seg_3 = 7'b0001111;  
        4'b1000: seg_3 = 7'b0000000;  
        4'b1001: seg_3 = 7'b0000100;  
		  4'b1010: begin 
		           seg_3 = 7'b0000001;
					  seg_4 = 7'b1001111; 
					  end
        default: begin seg_3 = 7'b1; seg_4 = 7'b1; end
    endcase
end
always @(thunghang) begin
    case (thunghang)
        4'b1010: led = 1'b1;
        default: led = 1'b0;
    endcase
end
endmodule
[flow/run.sh]
#!/bin/bash
# OpenROAD 26Q1-2900-gdf79404cd8, Yosys 0.63+post, stock flow scripts
make -C /OpenROAD-flow-scripts/flow DESIGN_CONFIG=/design/flow/config.mk WORK_HOME=/design/flow/orfs finish
==> deck_impl_summary.md <==
Flow Results at a Glance

Outcome
  – Status: completed

Synthesis
  – Avg Inst Size Synth: around 8.6 µm²
  – Commonest flop: dfrtp_1
  – Yosys adder share: 6.09%
  – Biggest area cells: dfrtp_1 24%, buf_4 12%, xnor2_1 6.4%
  – Cell Area, Synth: roughly 820 µm²
  – Yosys chip area: 822 µm²
  – Async SR Flop Fraction: 80.0%
  – Yosys stat cell total: 96
  – Largest logic family: simple AND/OR/NAND/NOR gates
  – Mux frac, synth: 2.44%
  – Compound Share, Synth: 16.0%
  – Area leader share: 24.4%
  – Yosys reg bits: 10
  – Cell count after synthesis: between 90 and 100
  – Yosys xor share: about 8.4%
  – Syn. warnings: 1
  – Unique cell types: 34
  – Post-synth EDFFs: 0
  – Cell type with the largest total area: dfrtp_1
  – Synth Area in Simple Gates: 19.8%

Detailed routing
  – Via count: 631
  – Routed Antenna Nets: 0
  – Wire length per cell: 10.9 µm
  – Drc violations: 0
  – Diodes inserted: 0
  – Router iterations before antenna repair: 4
  – DR iter-0 viols: 9
  – Routed vias/inst: 4.10
  – Post-Route WL: 1.69 mm

Pwr
  – Logic gate share of total power: roughly 1.9%
  – Power per cell area: 155 nW/µm²
  – Seq pwr share: 56.8%
  – Cell-internal power: 0.000129 W
  – Switching power: 0.0000296 W
  – Switching part of the total: a little under a fifth
  – Clock power frac: about two fifths
  – Pleak: 0.383 nW
  – VDD IR max: 0.000105 V

Timing
  – Final tally of max-slew violations: 0
  – Hold Worst Slack: 0.612 ns
  – Final Skew: about 0.0017 ns
  – Setup violators final: 0
  – Endpoints left unconstrained: 10
  – Total negative slack: 0 ns
  – Register pins left without a clock: 2
  – RSZ-0062 raised after global routing: false
  – Final period util: 73.6%
  – Final hold viol count: 0
  – Fmax: 0.378 GHz
  – Minimum clock period: 2.65 ns

Hold path
  – HP Class: register to register
  – Worst Hold Path EP: thunghang[3]
  – Hold path start: thunghang[1]
  – WHS Path Cells: 2

Job
  – Max-cap violations: 0
  – Tool warnings: 28

Clock network
  – CTS root buf: clkbuf_4
  – Hold_buf cts: 0
  – Post-CTS Resized: 0
  – CTS tree: built
  – Clock Pin Slew Worst Setup and Hold Paths: roughly 0.05 ns
  – H-tree depth: 1
  – Postcts setup bufs: 0
  – Maximum clock path buffer count: 2
  – TritonCTS Buffers: 3
  – Latency at later pin: around 0.25 ns

Global routing
  – GR Util met3: 2.39%
  – GR peak layer: met2
  – Met1 usage: 5.97%
  – Total gr overflow: 0
  – Vias in the first global route: 593
  – Met2 GRT Util: under 10%
  – GRT Overall Usage: a little over 5%
  – Largest net degree at the start of global routing: 16
  – Initial antenna violation count: 0
  – First-pass GRT wire length: approximately 2.7 mm

Setup path
  – R2r setup slk: roughly 2.1 ns
  – Setup crit start kind: register
  – Critical path capture point type: primary output
  – Crit path DAT: 1.93 ns
  – FF-to-FF End: sanpham[3]
  – FF-to-FF Start: thunghang[0]
  – Critical Path Fanout Max: 4
  – CP required: 2.88 ns
  – Worst Reg-to-Reg Cells: 6
  – Crit Path Category: register to primary output

Die
  – Core Util at FP: ~24%
  – Top Ports: 31
  – Die Y: around 80 µm
  – Row count: 21
  – Die X: 80 µm
  – Chip Area: 6400 µm²
  – Core Footprint: between 3000 and 4000 µm²

Finish
  – Share of layout cells above drive strength 1: about 6.5%
  – Number of fill cells: 366
  – Area grow syn2layout: 24.7%

Place
  – HPWL Detailed: ~1.4 mm
  – Buffers on Ports: 24
  – Routability Congestion: about 0.79
[layout by cell type, fill, tap and decap left out]
| cell | instances |
|---|---|
| clkdlybuf4s50_1 | 24 |
| nand4b_1 | 1 |
| conb_1 | 6 |
| a21oi_1 | 3 |
| xnor2_2 | 1 |
| or3_1 | 1 |
| and4bb_1 | 1 |
| inv_2 | 1 |
| nand2_1 | 6 |
| nand3_1 | 3 |
| nor3b_1 | 2 |
| o21ai_0 | 5 |
| dlxtn_1 | 2 |
| inv_1 | 4 |
| clkbuf_4 | 3 |
| nor3_1 | 5 |
| nand4_4 | 1 |
| nor2b_1 | 1 |
| xnor2_1 | 6 |
| dfrtp_1 | 8 |
| ha_1 | 4 |
| nor2_1 | 4 |
| mux2i_1 | 2 |
| o21ai_1 | 1 |
| o21a_1 | 3 |
| a22oi_1 | 1 |
| o21ba_2 | 1 |
| o21bai_1 | 1 |
| a31o_1 | 1 |
| o22ai_1 | 2 |
| o2bb2ai_1 | 2 |
| nand3b_1 | 2 |
[final cells by class]
| class | instances | area (µm²) | share of cell area (%) |
|---|---|---|---|
| Multi-Input combinational cell | 66 | 455 | 44.4 |
| Timing Repair Buffer | 24 | 240 | 23.4 |
| Sequential cell | 10 | 230 | 22.5 |
| Tap cell | 46 | 57.6 | 5.62 |
| Clock buffer | 3 | 22.5 | 2.20 |
| Inverter | 5 | 18.8 | 1.83 |
[power groups by stage]
| stage | clock, W | sequential [W] | combinational, W |
|---|---|---|---|
| CTS | 0.0000694 | 0.0000900 | 0.00000339 |
| global route | 0.0000729 | 0.0000900 | 0.00000362 |
| finish | 0.0000656 | 0.0000901 | 0.00000297 |
[cells in the mapped netlist (2+ instances only)]
library cell	instances
a21oi_1	3
buf_2	4
buf_4	13
conb_1	2
dfrtp_1	8
dlxtn_1	2
ha_1	4
inv_1	4
mux2i_1	2
nand2_1	6
nand3_1	3
nand3b_1	2
nor2_1	4
nor3_1	5
nor3b_1	2
o21a_1	3
o21ai_0	5
o22ai_1	2
o2bb2ai_1	2
xnor2_1	6
[worst max-delay path, stage by stage, from the launching register on]
cell             delay [ns]
dfrtp_1                0.42
inv_1                  0.11
ha_1                   0.25
nor3_1                 0.20
a22oi_1                0.12
o21ai_0                0.09
clkdlybuf4s50_1        0.49
[cells by family after synthesis]
family | count (synthesis)
AND-OR/OR-AND | 20
latches | 2
adder cells (fa/ha/maj) | 4
other | 2
multiplexers | 2
buffers and inverters | 24
XOR/XNOR | 7
AND/OR/NAND/NOR | 27
flip-flops | 8
[worst max path at each step]
stage	startpoint	to	slack (ns)	cells past startpoint
finish	thunghang[0]	seg_3[0]	0.95	6
CTS	thunghang[0]	seg_3[0]	0.93	6
global route	thunghang[0]	seg_3[0]	0.77	6
[per-stage QoR]
stage / cells / area, µm² / total power, W / worst slack (ns) / util (%)
after global placement: 151 / 1000 / 0.0000950 / 1.23 / 29.3
after detailed placement: 151 / 1000 / 0.0000949 / 1.21 / 29.3
after floorplan: 100 / 837 / 0.0000962 / 1.83 / -
after global routing: 154 / 1020 / 0.000166 / 0.768 / 30.0
final: 154 / 1020 / 0.000159 / 0.952 / 30.0
after CTS: 154 / 1020 / 0.000163 / 0.931 / 30.0
[flip-flops by register name, indices dropped and copies added (netlist names)]
name       count
sanpham        4
thunghang      4
seg_2          1
seg_4          1
[metal layers]
layer	share of wire, %	wire, µm	vias up
met1	42	700	283
met4	0	0	0
li1	-	-	334
met2	49	833	14
met5	0	0	-
met3	9.0	152	0
Power and IR drop assume default switching activity.
