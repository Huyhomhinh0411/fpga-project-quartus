$ cat design/flow/config.mk
export PLATFORM = sky130hd
export DESIGN_NAME = demsanpham
export DESIGN_NICKNAME = demsanpham
export VERILOG_FILES = /design/flow/design.v
export SDC_FILE = /design/flow/constraint.sdc
export NUM_CORES = 4
export LEC_CHECK = 1
export CORE_AREA = 10 10 77 77
export DIE_AREA = 0 0 87 87
$ cat design/flow/constraint.sdc
current_design demsanpham

set clk_period 3.0
set clk_io_pct 0.2

create_clock -name clk0 -period $clk_period [get_ports {clk}]

set non_clock_inputs [all_inputs -no_clocks]
set_input_delay [expr $clk_period * $clk_io_pct] -clock clk0 $non_clock_inputs
set_output_delay [expr $clk_period * $clk_io_pct] -clock clk0 [all_outputs]
$ cat design/flow/design.v
module demsanpham (
  input wire clk,
  input wire rst,  
  output reg [6:0] seg_1,
  output reg [6:0] seg_2,
  output reg [6:0] seg_3,
  output reg [6:0] seg_4,
  output wire led
);
  reg [3:0] san_pham;
  reg [3:0] thung_hang;
  assign led = (thung_hang == 4'b1001);
  always @(posedge clk or negedge rst) begin
    if (!rst) begin
      san_pham   <= 4'b0000;
      thung_hang <= 4'b0000;
    end else begin
      if (san_pham == 4'b1010) begin  
        san_pham   <= 4'b0001;
        thung_hang <= thung_hang + 1;
      end else if (san_pham != 4'b1010 && thung_hang != 4'b1010) begin
        san_pham <= san_pham + 1;
      end
      if (san_pham == 4'b1010 && thung_hang == 4'b1001) begin
        san_pham <= 4'b0000;
      end
    end
  end
  always @(san_pham) begin
    case (san_pham)
      4'd0 : begin seg_1 = 7'b0000001; seg_2 = 7'b1111111; end  
      4'd1 : begin seg_1 = 7'b1001111; seg_2 = 7'b1111111; end  
      4'd2 : begin seg_1 = 7'b0010010; seg_2 = 7'b1111111; end  
      4'd3 : begin seg_1 = 7'b0000110; seg_2 = 7'b1111111; end  
      4'd4 : begin seg_1 = 7'b1001100; seg_2 = 7'b1111111; end  
      4'd5 : begin seg_1 = 7'b0100100; seg_2 = 7'b1111111; end  
      4'd6 : begin seg_1 = 7'b0100000; seg_2 = 7'b1111111; end  
      4'd7 : begin seg_1 = 7'b0001111; seg_2 = 7'b1111111; end  
      4'd8 : begin seg_1 = 7'b0000000; seg_2 = 7'b1111111; end  
      4'd9 : begin seg_1 = 7'b0000100; seg_2 = 7'b1111111; end  
      4'd10: begin seg_1 = 7'b0000001; seg_2 = 7'b1001111; end  
      default: begin seg_1 = 7'b1111111; seg_2 = 7'b1111111; end
    endcase
  end
  always @(thung_hang) begin
    case (thung_hang)
      4'd0 : begin seg_3 = 7'b0000001; seg_4 = 7'b1111111; end  
      4'd1 : begin seg_3 = 7'b1001111; seg_4 = 7'b1111111; end  
      4'd2 : begin seg_3 = 7'b0010010; seg_4 = 7'b1111111; end  
      4'd3 : begin seg_3 = 7'b0000110; seg_4 = 7'b1111111; end  
      4'd4 : begin seg_3 = 7'b1001100; seg_4 = 7'b1111111; end  
      4'd5 : begin seg_3 = 7'b0100100; seg_4 = 7'b1111111; end  
      4'd6 : begin seg_3 = 7'b0100000; seg_4 = 7'b1111111; end  
      4'd7 : begin seg_3 = 7'b0001111; seg_4 = 7'b1111111; end  
      4'd8 : begin seg_3 = 7'b0000000; seg_4 = 7'b1111111; end  
      4'd9 : begin seg_3 = 7'b0000100; seg_4 = 7'b1111111; end  
      default: begin seg_3 = 7'b1111111; seg_4 = 7'b1111111; end
    endcase
  end
endmodule
$ cat design/flow/run.sh
#!/bin/bash
# OpenROAD 26Q1-2900-gdf79404cd8, Yosys 0.63+post, stock flow scripts
make -C /OpenROAD-flow-scripts/flow DESIGN_CONFIG=/design/flow/config.mk WORK_HOME=/design/flow/orfs finish
==> impl_metrics.env <==
# yosys + openroad results
export IMPL_status="finished clean"
export IMPL_initial_core_util=0.197
export IMPL_synthesis_area_um2=856
export IMPL_clk_insertion_delay_late_ns=0.22
export IMPL_final_min_period_over_clock_period=0.847
export IMPL_largest_incremental_delay_on_the_critical_path_ns=0.49
export IMPL_timing_fmax_mhz=394
export IMPL_pin_count_of_the_biggest_net_entering_global_routing=16
export IMPL_wl_mm=1.84
export IMPL_timing_setup_critical_path_class="register to output pin"
export IMPL_cp_data_required_time_ns=2.40
export IMPL_slew_violations=0
export IMPL_post_route_drc_count=0
export IMPL_placed_cells=174
export IMPL_static_leakage_power_nw=0.447
export IMPL_core_area_um2=4350
export IMPL_chip_area_um2=7570
export IMPL_cts_hold_buf=0
export IMPL_critical_path_top_cell_by_count="sky130_fd_sc_hd__ha_1"
export IMPL_global_route_overflow_total=0
export IMPL_grt_pass1_vias=648
export IMPL_gp_congestion=0.804
export IMPL_critical_path_peak_fanout=6
export IMPL_drt_pass1_iter_count=4
export IMPL_setup_violations=0
export IMPL_post_drt_via_cell_ratio=3.88
export IMPL_rsz0062_at_grt="false"
export IMPL_tritoncts="built"
export IMPL_h_tree_depth=1
export IMPL_area_growth_syn_to_layout_pct=24.3
export IMPL_stage_log_warnings=33
export IMPL_detailedPlacementHpwl_mm=1.50
export IMPL_synth_warnings=1
export IMPL_via_count=687
export IMPL_top_level_ports=31
export IMPL_min_path_type="register to register"
export IMPL_drive_above_1_share=0.0560
export IMPL_cts_reportedPaths_clkPinSlew_ns=0.04
export IMPL_synthesis_instances=111
export IMPL_synth_yosys_num_cells=111
export IMPL_overall_global_routing_usage=0.0473
export IMPL_vdd_drop_max_mv=0.106
export IMPL_ys_flops=8
export IMPL_period_minus_slack_ns=2.54
export IMPL_cp_buffers_inverters=2
export IMPL_holdWs_ns=0.649
export IMPL_n_antenna_cell=0
export IMPL_post_cts_resized=0
export IMPL_max_cap_viol_count=0
export IMPL_first_iter_violations=64
export IMPL_totalPowerFinal_w=0.000236
export IMPL_die_width_um=87
export IMPL_cts_setup_buffers=0
export IMPL_clock_root_buffer="sky130_fd_sc_hd__clkbuf_8"
export IMPL_arrival_ns=1.94
export IMPL_grt_pass1_wl_mm=2.95
export IMPL_finalHoldViolations=0
export IMPL_post_layout_nonfiller_instances=177
export IMPL_placementRows=24
export IMPL_clkSinkCount=8
export IMPL_port_buffer_count=18
export IMPL_synth_lib_cells_used_distinct=28
export IMPL_layout_core_utilization=0.244
export IMPL_tritoncts_num_buffers=3
export IMPL_max_clock_path_buffers=2
export IMPL_mean_cell_area_of_the_mapped_netlist_um2=7.71
export IMPL_finClkSkew_ns=0.000425
export IMPL_power_density_cell_area_nw_per_um2=222
export IMPL_routed_wire_length_per_instance_um=10.4
export IMPL_dieHeight_um=87
export IMPL_critPathSlowestCell="sky130_fd_sc_hd__clkdlybuf4s50_1"
export IMPL_nFillCells=472
export IMPL_ys_chip_area_um2=856
export IMPL_antenna_violations_before_repair=0
export IMPL_start_kind="register"
export IMPL_totalNegativeSetupSlack_ns=0
export IMPL_cell_family_with_most_cp_delay="buffers and inverters"
export IMPL_endpoint_kind="output pin"
export IMPL_drt_antenna_violating_nets=0
export IMPL_seq_area_frac_synth=0.234
export IMPL_crit_chain="ha_1 > inv_1 > ha_1 > nand2b_1 > o21ai_0 > clkdlybuf4s50_1"
final timing paths:
path / cells after the start / endpoint / slack (ns) / from
max: 6 / seg_1[4] / 0.46 / san_pham[1]
min: 2 / thung_hang[3] / 0.65 / thung_hang[0]
max reg2reg: 5 / san_pham[3] / 1.45 / thung_hang[0]
min reg2reg: 2 / thung_hang[3] / 0.65 / thung_hang[0]
max in group asynchronous: 1 / san_pham[2] / 2.08 / rst
min in group asynchronous: 1 / thung_hang[3] / 0.66 / rst
cell usage in the layout (no fill, tap or decap), drive strengths merged:
cell type / instances
clkdlybuf4s50: 18
o21ai: 16
conb: 12
ha: 11
nor2: 10
nand2: 8
dfrtp: 8
inv: 8
nand2b: 7
a21oi: 5
xnor2: 4
clkbuf: 3
a31oi: 2
nor3b: 2
or2: 1
and3b: 1
mux2i: 1
nand3b: 1
nand3: 1
nand4: 1
or4b: 1
o211ai: 1
a211oi: 1
and2: 1
o22ai: 1
cell usage after synthesis, drive strengths merged:
library cell | n | share of area
a211oi | 1 | 0.0088
a21oi | 5 | 0.029
a31oi | 2 | 0.015
and2 | 1 | 0.0073
and3b | 1 | 0.010
buf | 15 | 0.13
clkbuf | 3 | 0.015
conb | 1 | 0.0044
dfrtp | 8 | 0.23
ha | 11 | 0.16
inv | 8 | 0.035
mux2i | 1 | 0.012
nand2 | 8 | 0.035
nand2b | 7 | 0.051
nand3 | 1 | 0.0058
nand3b | 1 | 0.013
nand4 | 1 | 0.0073
nor2 | 10 | 0.044
nor3b | 2 | 0.018
o211ai | 1 | 0.0088
o21ai | 16 | 0.094
o22ai | 1 | 0.0073
or2 | 1 | 0.0073
or4b | 1 | 0.012
xnor2 | 4 | 0.041
flip-flops by register name (all words and copies together) (netlist names):
name	count
san_pham	4
thung_hang	4
kinds of logic (layout without fill, tap and decap cells):
logic type / after synthesis / count (layout) / synth area share
simple gates: 34 / 34 / 0.211
xor+xnor: 4 / 4 / 0.0409
buf+inv: 26 / 29 / 0.175
compound gates: 26 / 26 / 0.162
mux: 1 / 1 / 0.0117
other cells: 1 / 12 / 0.00438
fa+ha+maj: 11 / 11 / 0.161
flops: 8 / 8 / 0.234
worst register-to-register path: cells and delay by family (launching register included):
family	cells	cell delay (ns)
buf+inv	1	0.12
flops	1	0.41
simple gates	2	0.61
fa+ha+maj	1	0.24
compound gates	1	0.09
report_power, final:
part / internal [W] / total, W / switching [W]
Clock: 0.0000864 / 0.000124 / 0.0000371
Sequential: 0.000108 / 0.000108 / 0
Combinational: 0.00000115 / 0.00000392 / 0.00000277
Total: 0.000196 / 0.000236 / 0.0000399
metal layers:
metal,GRT usage,vias up,part of all wire
li1,-,373,-
met1,0.0570,300,0.45
met2,0.0813,14,0.50
met3,0.0198,0,0.058
met4,0,0,0
met5,0,-,0
area by class of cell:
cell class	instances	area (um^2)	share of cell area
Inverter	8	30.0	0.0282
Timing Repair Buffer	18	180	0.169
Tap cell	52	65.1	0.0612
Sequential cell	8	200	0.188
Multi-Input combinational cell	88	547	0.514
Clock buffer	3	41.3	0.0388
stage by stage:
step           cell area, um^2  setup slack (ns)
3_3_place_gp              1020             0.669
4_1_cts                   1060             0.429
6_report                  1060             0.460
2_1_floorplan              897              1.21
3_5_place_dp              1020             0.677
5_1_grt                   1060             0.301
