==> design.v <==
module demLED7doan (
    input wire clk,     
    output reg [6:0] led_7seg  
);
reg [3:0] counter; 
always @(posedge clk) begin
    counter <= counter + 1;
end
always @(posedge clk) begin
    case(counter)
			4'd0: led_7seg = 7'b0000001;
			4'd1: led_7seg = 7'b1001111;
			4'd2: led_7seg = 7'b0010010;
			4'd3: led_7seg = 7'b0000110;
			4'd4: led_7seg = 7'b1001100;
			4'd5: led_7seg = 7'b0100100;
			4'd6: led_7seg = 7'b0100000;
			4'd7: led_7seg = 7'b0001111;
			4'd8: led_7seg = 7'b0000000;
			4'd9: led_7seg = 7'b0000100;
        default: led_7seg = 7'b1111111; 
    endcase
end
endmodule
==> run.sh <==
#!/bin/bash
# OpenROAD 26Q1-2900-gdf79404cd8, Yosys 0.63+post, stock flow scripts
make -C /OpenROAD-flow-scripts/flow DESIGN_CONFIG=/design/flow/config.mk WORK_HOME=/design/flow/orfs finish
==> config.mk <==
export PLATFORM = sky130hd
export DESIGN_NAME = demLED7doan
export DESIGN_NICKNAME = demLED7doan
export VERILOG_FILES = /design/flow/design.v
export SDC_FILE = /design/flow/constraint.sdc
export NUM_CORES = 4
export LEC_CHECK = 1
export CORE_AREA = 10 10 70 70
export DIE_AREA = 0 0 80 80
==> constraint.sdc <==
current_design demLED7doan

set clk_period 2.2
set clk_io_pct 0.2

create_clock -name clk0 -period $clk_period [get_ports {clk}]

set non_clock_inputs [all_inputs -no_clocks]
set_input_delay [expr $clk_period * $clk_io_pct] -clock clk0 $non_clock_inputs
set_output_delay [expr $clk_period * $clk_io_pct] -clock clk0 [all_outputs]
==> summary.txt <==
Summary of the current implementation state.

- The worst setup path is launched from a flop.
- After technology mapping, the gate count stands at 45.
- In the final timing run, aggregate negative setup slack is 0 ns.
- The placer's final routability congestion estimate is 0.741, for reference.
- The cell-mix breakdown from Yosys lists the adder-cell area share as 0.138.
- The number of buffers inserted during clock tree synthesis is 3, for reference.
- The critical path's slowest cell is sky130_fd_sc_hd__clkdlybuf4s50_1, for reference.
- The final routed DRC violation total is 0, for reference.
- In the final layout, flip-flops and latches occupy 220 sq um.
- During I/O placement, the number of pins put on the boundary was 8.
- Between clock sinks in the finished design, the worst skew comes to 0.000844 ns.
- According to the report, the first pass of detailed routing completed in 4 iterations.
- The wire length after detailed routing is 719 um, for reference.
- The data arrival time of the critical path is 1.03 ns, for reference.
- The flip-flop and latch count after synthesis is 11, for reference.
- In this run the number of H-tree levels came out at 1.
- Warnings raised by the tools during the run amount to 29.
- Fill cells in the final layout number 379.
- The buffering stage count on the worst path with inverters included is 1, for reference.
- Checking max transition, the worst relative margin is 0.750.
- The required time of the critical path is 1.76 ns, for reference.
- The detail-routed via count per cell is 3.09, for reference.
- The chip occupies 6400 sq um.
- In this run the maximum-capacitance check reported violations numbering 0.
- 0 antenna diodes ended up in the layout.
- The script computed a power per unit cell area of 557 nW/um^2.
- The cell sequence reported for the critical path is clkdlybuf4s50_1.
- The unique cell type count in the Yosys netlist is 20, for reference.
- The minimum period implied by the final worst setup slack is 1.47 ns, for reference.
- Along the worst path, the maximum fanout reaches 1.
- The number of antenna violations at the first check in global routing is 0, for reference.
- The TritonCTS clock tree is done, for reference.
- The clock root buffer master is sky130_fd_sc_hd__clkbuf_4, for reference.
- The layout report lists the multi-input gate area as 205 sq um.
- The total global routing overflow is 0, for reference.
- The prevailing post-synth register cell is sky130_fd_sc_hd__dfxtp_1, for reference.
- The sum of internal, switching and leakage power is 0.330 mW, for reference.
- Per the power-grid run, VDD falls by no more than 0.120 mV.
- The final-report setup violation count is 0, for reference.
- The total setup buffers inserted after CTS is 0, for reference.
- Grouping stages by cell kind, the critical path spends the most delay in buffers and inverters.
- In the final layout, the share of cells above drive strength 1 is 0.111.
- The report lists the number of standard-cell rows as 21.
- The final timing report lists a hold violation count of 0.
- The most common cell in the synthesized netlist is sky130_fd_sc_hd__dfxtp_1, for reference.
- The horizontal die dimension reported for this design is 80 um.
- After clock tree synthesis, the repair step resized 0 gates.
- Setup repair after global routing left no endpoint under its margin.
- After floorplanning, the core was sized to cover 3420 sq um.
- As reported, the later end of the worst-skew pair has a clock insertion delay of 0.26 ns.
- The slack of the critical path is 0.729 ns, for reference.
- The timing report gives the biggest stage delay along the critical path as 0.47 ns.
- The number of DRC markers in iteration 0 is 24, for reference.
- Summed over all routing layers, the global router reports a total usage of 0.0207.
- The actual transition at the worst max-transition pin is 0.375 ns, for reference.
- The report puts the hold buffer count at CTS at 0.
- TritonCTS reports the number of clock sinks as 11.
- The floorplan step records an initial core utilization of 0.133.
- The synthesis report lists the most area-consuming cells as sky130_fd_sc_hd__dfxtp_1, sky130_fd_sc_hd__ha_1, sky130_fd_sc_hd__nand2b_1.
- The synthesized-area fraction occupied by xor and xnor cells is 0.0386, for reference.
- The number of global-route vias before repair is 268, for reference.
- The area growth from synthesis to layout is 30.3%, for reference.
- The maximum buffer depth of the clock tree is 2, for reference.
- The cell-mix breakdown from Yosys lists the compound-gate area share as 0.0992.
- The average wire per cell in the routed design is 7.19 um, for reference.
- The largest net degree at the start of global routing is 12, for reference.
- The placement report lists the number of port buffers as 7.
- The fraction of the yosys area taken by sequential cells is 0.485, for reference.
- The number of pins with negative max-slew slack in the final report is 0, for reference.
- The final period utilization is 0.669, for reference.
- The final route contains 309 vias.
- In the CTS report, the clock slew at the register clock pins of the worst setup and hold paths is listed as 0.07 ns.
- The chip area line in the Yosys stat output reads 454 sq um.
- Nets still carrying antenna violations after routing amount to 0.
- Averaged over all synthesized cells, the footprint is 10.1 sq um.
- The half-perimeter wire length after detailed placement is 537 um, for reference.
- Timing would allow up to 0.680 GHz.
- The run finished with clean final reports.
- Of all flip-flops after synthesis, the portion carrying an async set or reset was 0.
- The final design area excluding fillers is 592 sq um, for reference.
- The portion of synthesized area spent on multiplexers is 0.0468.
- The worst setup path is captured at a primary output.
- The post-synthesis cell area is 454 sq um, for reference.
- The count of flip-flops with a built-in enable after synthesis is 0, for reference.
- The commonest cells after synthesis are sky130_fd_sc_hd__dfxtp_1, sky130_fd_sc_hd__ha_1, sky130_fd_sc_hd__nor2_1.
- The number of cell instances after yosys synthesis is 45, for reference.
- The area fraction in and, or, nand and nor cells after synthesis is 0.129, for reference.
- The type recorded for the worst min-delay path is reg -> reg.
- The warning tally printed by Yosys for this design is 1.
- STA on the placed design reports a worst setup slack of 0.921 ns.
- The dominant kind of combinational cell is adder cells, for reference.
- The die is 80 um tall.
- The leading area contributor after synthesis is sky130_fd_sc_hd__dfxtp_1, for reference.
- The first global-routing pass estimated 1.12 mm of wire.
- Of the post-synthesis cell area, the dominant cell type holds 0.485.
- The static leakage is 0.215 nW, for reference.
- The category of the critical setup timing path is reg -> out, for reference.
- Detailed placement reports a standard cell area of 566 sq um.
-- metrics by stage --
step / hold WS, ns / std cells / util
after floorplan: 0.473 / 45 / -
after global placement: 0.515 / 96 / 0.166
after detailed placement: 0.515 / 96 / 0.166
after CTS: 0.532 / 100 / 0.173
after global routing: 0.564 / 100 / 0.173
final: 0.529 / 100 / 0.173
-- sequential cells by signal (all words and copies together) (netlist names) --
register and count:
led_7seg 7, counter 4
-- where the power goes --
| part | total, mW | internal (mW) | switching, mW |
|---|---|---|---|
| combinational | 0.000000111 | 0 | 0 |
| sequential | 0.199 | 0.199 | 0 |
| clock | 0.131 | 0.0699 | 0.0608 |
| total | 0.330 | 0.269 | 0.0608 |
-- worst paths after layout --
check / slack, ns / end / depth (start not counted) / start
worst max-delay path: 0.73 / led_7seg[3] / 1 / led_7seg[3]
worst min-delay path: 0.53 / counter[0] / 1 / counter[0]
worst max register to register: 0.90 / led_7seg[3] / 5 / counter[1]
worst min register to register: 0.53 / counter[0] / 1 / counter[0]
-- placed cells by master (no fill, tap or decap) --
cell type	synthesis	final
sky130_fd_sc_hd__nand3_1	1	1
sky130_fd_sc_hd__nor2_1	5	5
sky130_fd_sc_hd__dfxtp_1	11	11
sky130_fd_sc_hd__a31oi_1	1	1
sky130_fd_sc_hd__a21oi_1	2	2
sky130_fd_sc_hd__inv_1	2	2
sky130_fd_sc_hd__or2_1	1	1
sky130_fd_sc_hd__nand2_1	1	1
sky130_fd_sc_hd__o21ai_1	3	3
sky130_fd_sc_hd__xnor2_1	1	1
sky130_fd_sc_hd__xor2_1	1	1
sky130_fd_sc_hd__ha_1	5	5
sky130_fd_sc_hd__nand2b_1	4	4
sky130_fd_sc_hd__mux2_2	1	1
sky130_fd_sc_hd__clkbuf_1	0	1
sky130_fd_sc_hd__clkdlybuf4s50_1	0	7
sky130_fd_sc_hd__a21oi_2	1	1
sky130_fd_sc_hd__clkbuf_4	0	3
sky130_fd_sc_hd__o21ai_0	1	1
sky130_fd_sc_hd__mux2i_1	1	1
sky130_fd_sc_hd__clkinv_2	1	1
-- cell families (layout without fill, tap and decap cells) --
group / after synthesis / count (layout)
muxes: 2 / 2
and+or+nand+nor: 12 / 12
DFF: 11 / 11
xor gates and xnor gates: 2 / 2
adders and majority gates: 5 / 5
AOI/OAI and AO/OA: 8 / 8
buffers and inverters: 5 / 14
-- area by class of cell --
class | count | area share
Sequential cell | 11 | 0.372
Tap cell | 46 | 0.0973
Inverter | 3 | 0.0211
Timing Repair Buffer | 7 | 0.118
Clock buffer | 4 | 0.0444
Multi-Input combinational cell | 29 | 0.347
-- routing by layer --
metal / share of wire / routed length, um / vias up / global-route usage
met2: 0.39 / 282 / 10 / 0.0281
met3: 0.12 / 84 / 2 / 0.0114
met1: 0.44 / 318 / 130 / 0.0243
met5: 0 / 0 / - / 0
met4: 0.047 / 34 / 0 / 0.0141
li1: - / - / 167 / -
Power and IR drop assume default switching activity.
